File: ./config.mk
export PLATFORM = sky130hd
export DESIGN_NAME = octave
export DESIGN_NICKNAME = octave
export VERILOG_FILES = /design/flow/design.v
export SDC_FILE = /design/flow/constraint.sdc
export NUM_CORES = 4
export LEC_CHECK = 1
export CORE_UTILIZATION = 40
File: ./constraint.sdc
current_design octave

set clk_period 33.7
set clk_io_pct 0.2

create_clock -name clk0 -period $clk_period

set non_clock_inputs [all_inputs -no_clocks]
set_input_delay [expr $clk_period * $clk_io_pct] -clock clk0 $non_clock_inputs
set_output_delay [expr $clk_period * $clk_io_pct] -clock clk0 [all_outputs]
File: ./design.v
`timescale 1ns / 1ps
module octave(
    input octave_0,octave_1,octave_2,octave_3,octave_4,octave_5
    ,octave_6,octave_7,
    input [19:0]counter_value1,
    input [19:0]LED_Update,
    output reg [19:0]counter_updated,
    output reg [19:0]new_led
    );
    reg [19:0] value;
    reg [19:0] buffer;
    wire [19:0] octave_all;
    assign octave_all = {octave_7,octave_6,octave_5,octave_4,octave_3,octave_2,octave_1,octave_0};
    always@(octave_all)begin
    if(octave_all == 8'b00000000)begin
        value = counter_value1;
        buffer = (LED_Update/1000);
     end else if(octave_all == 8'b00000001)begin
              value = counter_value1 * 16;
              buffer = (LED_Update/1000) / 16;
          end else if({octave_all} == 8'b00000010)begin
              value = counter_value1 * 8;
              buffer = (LED_Update/1000) / 8;
          end else if({octave_all} == 8'b00000100)begin
              value = counter_value1 * 4;
              buffer = (LED_Update/1000) / 4;
          end else if({octave_all} == 8'b00001000)begin
                value = counter_value1 * 2;
                buffer = (LED_Update/1000) / 2;
           end else if({octave_all} == 8'b00010000)begin
                 value = counter_value1; 
                 buffer = (LED_Update/1000);
            end else if({octave_all} == 8'b00100000)begin
                 value = counter_value1 / 2; 
                 buffer = (LED_Update * 2)/ 1000;
             end else if({octave_all} == 8'b01000000)begin
                  value = counter_value1 / 4; 
                  buffer =(LED_Update * 4)/ 1000;
             end else if({octave_all} == 8'b10000000)begin
                   value = counter_value1 / 8; 
                   buffer = (LED_Update * 8)/ 1000;
              end else begin
              value = 0;
              buffer = 0;
              end
           new_led <= buffer;
           counter_updated <= value;
        end
endmodule
File: ./run.sh
#!/bin/bash
# OpenROAD 26Q1-2900-gdf79404cd8, Yosys 0.63+post, stock flow scripts
make -C /OpenROAD-flow-scripts/flow DESIGN_CONFIG=/design/flow/config.mk WORK_HOME=/design/flow/orfs finish
==> results.json <==
{
  "die_y_um": 122.1,
  "core_area_sq_mm": 0.01399,
  "fin_total_pwr_mw": 0.5655,
  "dpl_worst_slack_ns": 7.372,
  "fin_area_sq_mm": 0.006615,
  "port_buffers": 82,
  "pwr_density_cell_mw_per_mm2": 85.49,
  "drive_gt1_frac": 0.07794,
  "min_path_type": "input pin to output pin",
  "critical_path.startpoint_type": "input pin",
  "ys_cells": 887,
  "cp_max_fo": 16,
  "dp.cells": 1091,
  "routed_wirelength_mm": 21.16,
  "drtAntennaViolNets": 0,
  "status": "completed",
  "cts.repair_timing.setup_buffer_count": 0,
  "layout_min_cycle_time_ns": 26.62,
  "final_hold_viol_count": 0,
  "seq_area_frac_synth": 0,
  "irDropWorstVdd_v": 0.00006669,
  "timing.critical_path.required_ns": 26.96,
  "min_period_over_period": 0.7900,
  "critPathArrivalTime_ns": 19.88,
  "cts_stage_hold_buffer_count": 0,
  "pwr-share-comb": 1.000,
  "worst_pin_slew_ns": 0.8815,
  "netSwitchingPower_mw": 0.3641,
  "worst-setup-path-type": "input pin to output pin",
  "ys_area_sq_mm": 0.005772,
  "cell_internal_pwr_mw": 0.2014,
  "finalWeightedCongestion": 0.9953,
  "drtPass1Iterations": 8,
  "syn_area_sq_mm": 0.005772,
  "warnings": 32,
  "synthesis.instances": 887,
  "drt_iter0_drc": 1236,
  "clockBufferCount": 0,
  "regArea_sq_um": 0,
  "detailedPlacementHpwl_mm": 16.24,
  "yosysWarningCount": 1,
  "crit_path_end_kind": "output pin",
  "std_cell_rows": 43,
  "setup_total_negative_slack_ns": 0,
  "drcViolationCount": 0,
  "ff_count": 0,
  "finish.cell_count_without_fillers": 1091,
  "total_leakage_power_nw": 2.213,
  "seq_power_share": 0,
  "maximum_number_of_pins_on_one_net_before_global_route_repair": 31,
  "finalSetupViolations": 0,
  "synthesis.area_per_instance_sq_um": 6.507,
  "synthDistinctLibCells": 111,
  "die_x_um": 122.1,
  "via_count": 7604,
  "detailed_place.area_sq_mm": 0.006615,
  "floorplan.io_pins": 88,
  "critical_path.max_stage_delay_ns": 0.78,
  "max_cap_violations": 0,
  "slew_headroom": 0.4081,
  "dieArea_sq_mm": 0.01491,
  "max_transition_viols_final": 0,
  "power_frac_clock": 0,
  "crit_path_top_delay_cell": "sky130_fd_sc_hd__clkdlybuf4s50_1",
  "floorplan.core_util": 0.4126,
  "remaining_overflow_grt": 0,
  "postcts_resize_cnt": 0,
  "grt_pass1_wl_mm": 34.13,
  "final_core_utilization": 0.4729,
  "wire_per_inst_um": 19.39,
  "fmaxAchievable_ghz": 0.03756,
  "rsz0062_at_grt": "false",
  "power_switching_share": 0.6439,
  "post-route-worst-setup-slack_ns": 7.076,
  "antenna-diode-count": 0,
  "grt_util_all_layers": 0.2807,
  "flow.area_growth_from_synthesis_pct": 14.61,
  "hold_ws_ns": 14.53,
  "antenna_found_initial": 0,
  "avgViaCountPerCell": 6.970,
  "first_global_vias": 6413
}
-- critical path: cells and delay by family --
kind | cells | cell delay (ns)
buf+inv | 3 | 1.38
mux | 2 | 1.14
compound gates | 19 | 6.18
simple gates | 13 | 4.13
xor+xnor | 1 | 0.30
-- Yosys cell counts, types with 7 or more instances --
cell | count | area (sq um)
sky130_fd_sc_hd__nor2_1 | 87 | 326.6
sky130_fd_sc_hd__nand2_1 | 86 | 322.8
sky130_fd_sc_hd__a21oi_1 | 56 | 280.3
sky130_fd_sc_hd__o21ai_0 | 49 | 245.2
sky130_fd_sc_hd__clkbuf_1 | 47 | 176.4
sky130_fd_sc_hd__nand3_1 | 47 | 235.2
sky130_fd_sc_hd__a222oi_1 | 41 | 410.4
sky130_fd_sc_hd__nor3_1 | 34 | 170.2
sky130_fd_sc_hd__xnor2_1 | 20 | 175.2
sky130_fd_sc_hd__o21ai_1 | 16 | 80.08
sky130_fd_sc_hd__mux2i_1 | 15 | 150.1
sky130_fd_sc_hd__o211ai_1 | 15 | 112.6
sky130_fd_sc_hd__a31oi_1 | 14 | 87.58
sky130_fd_sc_hd__buf_2 | 14 | 70.07
sky130_fd_sc_hd__o21a_1 | 14 | 105.1
sky130_fd_sc_hd__a22oi_1 | 13 | 97.59
sky130_fd_sc_hd__and3_1 | 13 | 81.33
sky130_fd_sc_hd__nand4_1 | 12 | 75.07
sky130_fd_sc_hd__a211oi_1 | 11 | 82.58
sky130_fd_sc_hd__nor4_1 | 11 | 68.82
sky130_fd_sc_hd__o22ai_1 | 11 | 68.82
sky130_fd_sc_hd__a21o_1 | 10 | 75.07
sky130_fd_sc_hd__o2111ai_1 | 10 | 87.58
sky130_fd_sc_hd__o221ai_1 | 10 | 87.58
sky130_fd_sc_hd__a221oi_1 | 9 | 78.83
sky130_fd_sc_hd__and2_1 | 9 | 56.30
sky130_fd_sc_hd__inv_1 | 9 | 33.78
sky130_fd_sc_hd__buf_1 | 8 | 30.03
sky130_fd_sc_hd__buf_4 | 8 | 60.06
sky130_fd_sc_hd__nand2b_1 | 8 | 50.05
sky130_fd_sc_hd__or3_1 | 8 | 50.05
sky130_fd_sc_hd__a211o_1 | 7 | 61.31
sky130_fd_sc_hd__a221o_1 | 7 | 70.07
sky130_fd_sc_hd__or2_1 | 7 | 43.79
-- cells in the final DEF (no fill, tap or decap), drive strengths merged, types with 7 or more instances in the layout --
cell	n
o211a	7
inv	9
a221oi	9
a31oi	16
a222oi	41
clkdlybuf4s50	82
nor2	87
a22oi	13
a21oi	59
xnor2	23
o21a	14
o211ai	18
or2	13
a21o	10
mux2i	19
o2111ai	10
nor3	35
and3	13
nand3	47
nor4	11
a211oi	14
o22ai	12
o21ai	67
or3	8
buf	16
a221o	7
and2	11
a211o	7
nand2b	8
nand2	86
nand4	13
o31a	7
o221ai	10
-- metal layers --
metal	global-route usage	vias to the layer above	wire, um
li1	-	3618	-
met1	0.4300	3518	9671
met2	0.4107	430	9014
met3	0.03769	38	1983
met4	0.06707	0	486
met5	0	-	0
-- worst paths after layout --
kind,start,end,depth (start not counted)
min,counter_value1[1],counter_updated[0],4
max,octave_1,new_led[0],38
-- cell type report --
cell class	count	area, sq um
Multi-Input combinational cell	804	5415
Inverter	9	33.78
Fill cell	1432	7373
Tap cell	180	225.2
Timing Repair Buffer	98	940.9
-- power by group through the flow --
stage | clock network [mW] | registers (mW) | logic, mW
CTS | 0 | 0 | 0.555
global route | 0 | 0 | 0.615
finish | 0 | 0 | 0.566
-- cell families (layout without fill, tap and decap cells) --
logic type,count (synthesis),count (layout),synth area share
adders and majority gates,1,1,0.001734
buffers and inverters,88,107,0.06698
AOI/OAI and AO/OA,386,386,0.5240
other,1,6,0.0006497
muxes,25,25,0.04856
and+or+nand+nor,358,358,0.3117
xor gates and xnor gates,28,28,0.04639
Power is estimated from default activity; no workload was simulated.
