<file path="design/flow/config.mk">
export PLATFORM = sky130hd
export DESIGN_NAME = Slow_clk
export DESIGN_NICKNAME = Slow_clk
export VERILOG_FILES = /design/flow/design.v
export SDC_FILE = /design/flow/constraint.sdc
export NUM_CORES = 4
export LEC_CHECK = 1
export CORE_AREA = 10 10 111 111
export DIE_AREA = 0 0 121 121
</file>
<file path="design/flow/constraint.sdc">
current_design Slow_clk

set clk_period 3.6
set clk_io_pct 0.2

create_clock -name clk0 -period $clk_period [get_ports {clk_in}]

set non_clock_inputs [all_inputs -no_clocks]
set_input_delay [expr $clk_period * $clk_io_pct] -clock clk0 $non_clock_inputs
set_output_delay [expr $clk_period * $clk_io_pct] -clock clk0 [all_outputs]
</file>
<file path="design/flow/design.v">
`timescale 1ns / 1ps
module Slow_clk(
input clk_in,
output reg clk_out = 0 
);
 reg[26:0] counter = 0; 
 always@(posedge clk_in)begin 
 counter <= counter + 1;  
 if(counter == 1)begin 
 counter <= 0; 
 clk_out = ~clk_out; 
 end 
 end
endmodule
</file>
<file path="design/flow/run.sh">
#!/bin/bash
# OpenROAD 26Q1-2900-gdf79404cd8, Yosys 0.63+post, stock flow scripts
make -C /OpenROAD-flow-scripts/flow DESIGN_CONFIG=/design/flow/config.mk WORK_HOME=/design/flow/orfs finish
</file>
==> impl_results.html <==
<h2>Synthesis and place &amp; route</h2>
<table>
<tr><th>Metric</th><th>Value</th></tr>
<tr><th colspan="2">Floorplan</th></tr>
<tr><td>Area of the die</td><td>0.0146 mm²</td></tr>
<tr><td>Placeable core region</td><td>0.00986 mm²</td></tr>
<tr><td>Die Ht</td><td>121 µm</td></tr>
<tr><td>Horizontal die dimension</td><td>121 µm</td></tr>
<tr><td>Top-Level Pins</td><td>2</td></tr>
<tr><td>Std cell rows</td><td>36</td></tr>
<tr><td>FP Util</td><td>12.8%</td></tr>
<tr><th colspan="2">Placement</th></tr>
<tr><td>Placed cell count</td><td>251</td></tr>
<tr><td># port buffers</td><td>1</td></tr>
<tr><td>Placed cell area</td><td>0.00141 mm²</td></tr>
<tr><td>GPL Wtd Cong</td><td>0.790</td></tr>
<tr><td>Detailed Place HPWL</td><td>1420 µm</td></tr>
<tr><td>Worst-case setup slack after placement</td><td>1.92 ns</td></tr>
<tr><th colspan="2">Setup path</th></tr>
<tr><td>Crit path max-delay family</td><td>buffers and inverters</td></tr>
<tr><td>Kind of end point of the critical path</td><td>output pin</td></tr>
<tr><td>Data required time of the worst path</td><td>2.88 ns</td></tr>
<tr><td>Worst path bufs/invs</td><td>1</td></tr>
<tr><td>Setup slack of the most critical reg-to-reg path</td><td>1.90 ns</td></tr>
<tr><td>Data arrival time of the critical path</td><td>1.10 ns</td></tr>
<tr><td>Setup Crit Path Kind</td><td>reg2out</td></tr>
<tr><td>Startpoint class of the critical path</td><td>register</td></tr>
<tr><td>Largest fanout on the critical path</td><td>2</td></tr>
<tr><td>Longest individual stage delay on the worst path</td><td>0.47 ns</td></tr>
<tr><td>Slowest stage cell on the critical path</td><td>sky130_fd_sc_hd__clkdlybuf4s50_1</td></tr>
<tr><td>Cell-by-cell trace of the critical path</td><td>clkdlybuf4s50_1</td></tr>
<tr><th colspan="2">Pwr</th></tr>
<tr><td>Switching pwr</td><td>0.0000918 W</td></tr>
<tr><td>Total internal power</td><td>0.000409 W</td></tr>
<tr><td>Worst vdd ir</td><td>0.000265 V</td></tr>
<tr><td>Ratio of total power to cell area</td><td>343 mW/mm²</td></tr>
<tr><td>Sequential group share of total power</td><td>62.1%</td></tr>
<tr><td>Clk network pwr share</td><td>37.9%</td></tr>
<tr><td>Combinational share of power</td><td>0%</td></tr>
<tr><td>Net Sw Frac</td><td>18.3%</td></tr>
<tr><td>Static Leak</td><td>0.500 nW</td></tr>
<tr><th colspan="2">Clock tree</th></tr>
<tr><td>Clock tree from TritonCTS</td><td>done</td></tr>
<tr><td>TritonCTS sink count</td><td>28</td></tr>
<tr><td>Number of hold buffers added after cts</td><td>0</td></tr>
<tr><td>Setup repair bufs after CTS</td><td>0</td></tr>
<tr><td>Clock transition time at the flip-flop clock pins of the worst setup and hold paths</td><td>0.09 ns</td></tr>
<tr><td>Cell at the root of the clock tree</td><td>sky130_fd_sc_hd__clkbuf_8</td></tr>
<tr><td>Clock buffer depth</td><td>2</td></tr>
<tr><td>Clock insertion delay at the later pin of the skew report</td><td>0.27 ns</td></tr>
<tr><td>Number of buffers created by CTS</td><td>3</td></tr>
<tr><td>Cell resize tally after clock tree synthesis</td><td>0</td></tr>
<tr><td>CTS H-Tree Depth</td><td>1</td></tr>
<tr><th colspan="2">Finish</th></tr>
<tr><td>Comb gate area</td><td>644 µm²</td></tr>
<tr><td>Highest-count logic cell in the final layout</td><td>sky130_fd_sc_hd__dfxtp_1</td></tr>
<tr><td>Proportion of layout cells with a drive suffix above 1</td><td>13.1%</td></tr>
<tr><td>Final standard cell count with taps included and fillers excluded</td><td>255</td></tr>
<tr><td>Layout fillers</td><td>1096</td></tr>
<tr><td>Design area</td><td>0.00146 mm²</td></tr>
<tr><td>FF+latch area</td><td>571 µm²</td></tr>
<tr><td>Post-Route Utilization</td><td>14.8%</td></tr>
<tr><td>Top cells excl fill/tap</td><td>sky130_fd_sc_hd__dfxtp_1, sky130_fd_sc_hd__xnor2_1, sky130_fd_sc_hd__xor2_1</td></tr>
<tr><td>Area added between synthesis and finish</td><td>15.3%</td></tr>
<tr><th colspan="2">Route</th></tr>
<tr><td>Detail Route Antenna Nets</td><td>0</td></tr>
<tr><td>Iteration-0 DRC count of the detailed router</td><td>65</td></tr>
<tr><td>Wire length per cell after detailed routing</td><td>7.89 µm</td></tr>
<tr><td>Routed vias</td><td>802</td></tr>
<tr><td>Count of inserted antenna diode cells</td><td>0</td></tr>
<tr><td>Routed WL</td><td>2010 µm</td></tr>
<tr><td>Mean number of vias per cell</td><td>3.15</td></tr>
<tr><td>Number of DRC violations after detailed routing</td><td>0</td></tr>
<tr><td>Number of iterations in the first detailed-routing pass</td><td>4</td></tr>
<tr><th colspan="2">STA</th></tr>
<tr><td>Time the final worst path needs with I/O delays and setup</td><td>1.82 ns</td></tr>
<tr><td>Worst clock skew</td><td>0.00402 ns</td></tr>
<tr><td>Final total negative setup slack</td><td>0 ns</td></tr>
<tr><td>Total setup violations reported at the end of the flow</td><td>0</td></tr>
<tr><td>Post-route worst setup slack</td><td>1.78 ns</td></tr>
<tr><td>Number of max-slew violations in the final report</td><td>0</td></tr>
<tr><td>RSZ-0062 raised after global routing</td><td>no</td></tr>
<tr><td>Fin. Hold Viols</td><td>0</td></tr>
<tr><td>Measured slew at the worst slew-check pin</td><td>0.426 ns</td></tr>
<tr><td>Final period utilization</td><td>50.6%</td></tr>
<tr><td>Worst rel slew slack</td><td>71.3%</td></tr>
<tr><td>Highest Clock Rate</td><td>549 MHz</td></tr>
<tr><th colspan="2">GRT</th></tr>
<tr><td>Final global-route overflow total</td><td>0</td></tr>
<tr><td>Vias in the first global route</td><td>777</td></tr>
<tr><td>Maximum number of pins on one net before global-route repair</td><td>16</td></tr>
<tr><td>Antenna violations before repair</td><td>0</td></tr>
<tr><td>Global-route wire length before repair</td><td>3620 µm</td></tr>
<tr><td>Total track usage</td><td>2.86%</td></tr>
<tr><th colspan="2">Yosys</th></tr>
<tr><td>Post-synthesis cell count from yosys</td><td>122</td></tr>
<tr><td>Mean cell area of the mapped netlist</td><td>10.4 µm²</td></tr>
<tr><td>Cell area after synthesis</td><td>0.00127 mm²</td></tr>
<tr><td>Yosys Warn Count</td><td>1</td></tr>
<tr><td>Synthesized instance count</td><td>122</td></tr>
<tr><td>Area reported by Yosys stat</td><td>0.00127 mm²</td></tr>
<tr><td>Flip-flop and latch count after synthesis</td><td>28</td></tr>
<tr><td>Seq/Total Area, Yosys</td><td>45.0%</td></tr>
<tr><td>Unique masters post-synth</td><td>23</td></tr>
<tr><th colspan="2">Run</th></tr>
<tr><td>MaxCap Viol Count</td><td>0</td></tr>
<tr><td>Number of warning messages in the logs</td><td>26</td></tr>
<tr><th colspan="2">Hold path</th></tr>
<tr><td>Type of the tightest min-delay check</td><td>reg2reg</td></tr>
<tr><th colspan="2">Run status</th></tr>
<tr><td>Outcome</td><td>complete, no violations</td></tr>
</table>
## worst register-to-register path: cells and delay by family (launching register included)
| kind | cells | cell delay, ns |
|---|---|---|
| XOR/XNOR | 1 | 0.14 |
| adder cells (fa/ha/maj) | 1 | 0.25 |
| flip-flops | 1 | 0.40 |
| AND/OR/NAND/NOR | 3 | 0.80 |
## worst paths after layout
path / startpoint / endpoint / cells past startpoint
setup / recovery: clk_out / clk_out / 1
hold reg to reg: counter[26] / counter[26] / 1
hold / removal: counter[26] / counter[26] / 1
setup reg to reg: counter[0] / counter[18] / 5
## power groups by stage
| stage | logic (W) | registers, W | clock network, W |
|---|---|---|---|
| after CTS | 0.000000000242 | 0.000311 | 0.000197 |
| after global routing | 0.000000000242 | 0.000311 | 0.000212 |
| final | 0.000000000242 | 0.000311 | 0.000190 |
## sequential cells by signal, summed over array words and instances, names as in the netlist
register / cells
counter: 27
clk_out: 1
## layer usage
layer	part of all wire [%]	global-route usage, %	wire length (µm)	up-vias
met2	40	4.08	815	6
met4	0.60	0.226	12	0
met1	55	4.20	1110	362
li1	-	-	-	432
met5	0	0	0	-
met3	3.6	0.992	72	2
## area by class of cell
class	instances	share of cell area [%]
timing repair buffer	1	0.685
multi-input combinational	85	44.1
tap	133	11.4
sequential	28	39.0
clock buffer	4	3.77
inverter	4	1.03
## per-stage QoR
step                hold WS, ns  power [W]
finish                    0.460   0.000501
global route              0.492   0.000523
CTS                       0.464   0.000508
detailed placement        0.446   0.000318
global placement          0.446   0.000318
floorplan                 0.432   0.000318
## kinds of logic after synthesis
logic type / Yosys count / synth area share (%)
buffers and inverters: 9 / 4.15
flip-flops: 28 / 45.0
AND/OR/NAND/NOR: 58 / 31.6
XOR/XNOR: 25 / 17.3
adder cells (fa/ha/maj): 2 / 1.97
## Yosys cell counts, drive strengths merged
library cell / count / area [µm²]
and3: 3 / 18.8
and4: 3 / 28.8
buf: 5 / 37.5
dfxtp: 27 / 541
edfxtp: 1 / 30.0
ha: 2 / 25.0
inv: 4 / 15.0
nand2: 6 / 22.5
nand3: 13 / 90.1
nand4: 7 / 56.3
nor2: 7 / 26.3
nor3: 5 / 30.0
nor4: 12 / 113
nor4b: 1 / 8.76
or2: 1 / 6.26
xnor2: 13 / 114
xor2: 12 / 105
Power is estimated from default activity; no workload was simulated.
